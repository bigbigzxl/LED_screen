--- flow/run.sh ---
#!/bin/bash
# OpenROAD 26Q1-2900-gdf79404cd8, Yosys 0.63+post, stock flow scripts
make -C /OpenROAD-flow-scripts/flow DESIGN_CONFIG=/design/flow/config.mk WORK_HOME=/design/flow/orfs finish
--- flow/config.mk ---
export PLATFORM = sky130hd
export DESIGN_NAME = fir40
export DESIGN_NICKNAME = fir40
export VERILOG_FILES = /design/flow/design.v
export SDC_FILE = /design/flow/constraint.sdc
export NUM_CORES = 4
export LEC_CHECK = 1
export CORE_UTILIZATION = 30
--- flow/constraint.sdc ---
current_design fir40

set clk_period 17.6
set clk_io_pct 0.2

create_clock -name clk0 -period $clk_period [get_ports {m_clk}]

set non_clock_inputs [all_inputs -no_clocks]
set_input_delay [expr $clk_period * $clk_io_pct] -clock clk0 $non_clock_inputs
set_output_delay [expr $clk_period * $clk_io_pct] -clock clk0 [all_outputs]
--- flow/design.v ---
module fir40(
    input  wire                  m_clk,
    input  wire                  rst_n,
    input  wire signed [31:0]    data_in,
    input  wire                  data_in_en,
    output reg                   data_out_en,
    output wire signed [31:0]    data_out
);
reg signed [18:0] tap_40[39:0];
reg signed [31:0] h_40[39:0];
reg signed [57:0] mul_40[19:0];
reg signed [57:0] dout_tap0[3:0]; 
reg signed [57:0] dout_tap1[1:0]; 
reg signed [57:0] h_out;  
reg data_in_en_r1;
reg data_in_en_r2;
reg data_in_en_r3;
reg data_in_en_r4;
assign debug = mul_40[1];   
assign data_out = h_out >>> 18;
initial 
begin
    tap_40[0]  = 0;     
    tap_40[1]  = 2;     
    tap_40[2]  = 7;     
    tap_40[3]  = 8;   
    tap_40[4]  = -19;   
    tap_40[5]  = -98;  
    tap_40[6]  = -194;  
    tap_40[7]  = -150;   
    tap_40[8]  = 263;
    tap_40[9]  = 1060;  
    tap_40[10] = 1700;  
    tap_40[11] = 1091; 
    tap_40[12] = -1642; 
    tap_40[13] = -5833; 
    tap_40[14] = -8463; 
    tap_40[15] = -5072;  
    tap_40[16] = 7453; 
    tap_40[17] = 27824;
    tap_40[18] = 49531; 
    tap_40[19] = 63603; 
    tap_40[20] = 63603; 
    tap_40[21] = 49531; 
    tap_40[22] = 27824;  
    tap_40[23] = 7453; 
    tap_40[24] = -5072; 
    tap_40[25] = -8463; 
    tap_40[26] = -5833;
    tap_40[27] = -1642;  
    tap_40[28] = 1091;  
    tap_40[29] = 1700;  
    tap_40[30] = 1060;   
    tap_40[31] = 263;  
    tap_40[32] = -150;  
    tap_40[33] = -194;   
    tap_40[34] = -98;   
    tap_40[35] = -19;
    tap_40[36] = 8;     
    tap_40[37] = 7;     
    tap_40[38] = 2;     
    tap_40[39] = 0;    
end
always @(posedge m_clk or negedge rst_n)
begin
    if (rst_n == 1'b0)
        h_40[0] <= 32'd0;
    else if(data_in_en == 1'b1)
        h_40[0] <= data_in;
    else
        h_40[0] <= h_40[0];
end
generate
    genvar i;
    for (i = 0; i < 40 - 1; i = i + 1)
        begin:h_gen
            always@(posedge m_clk or negedge rst_n)
                if(rst_n == 1'b0)
                    h_40[i+1] <= 32'b0;
                else if(data_in_en == 1'b1)
                    h_40[i+1] <= h_40[i];
                else
                    h_40[i+1] <= h_40[i+1];
        end
endgenerate
generate
    genvar j;
    for (j = 0; j < 20; j = j + 1)
        begin : mul_gen
            always@(posedge m_clk or negedge rst_n)
                if(rst_n == 1'b0)
                begin
                    mul_40[j] <= 57'b0;
                end
                else if(data_in_en == 1'b1)
                    mul_40[j] <= tap_40[j] * (h_40[j] +  h_40[39-j]);
                else
                begin
                    mul_40[j] <= mul_40[j];
                end
        end
endgenerate
always@(posedge m_clk or negedge rst_n)
begin
    if(rst_n == 1'b0)
    begin
        dout_tap0[0] <= 57'b0;
        dout_tap0[1] <= 57'b0;
        dout_tap0[2] <= 57'b0;
        dout_tap0[3] <= 57'b0;
    end
    else if(data_in_en == 1'b1)
    begin
        dout_tap0[0] <= mul_40[0]  + mul_40[1] + mul_40[2] + mul_40[3] + mul_40[4];
        dout_tap0[1] <= mul_40[5] + mul_40[6] + mul_40[7] + mul_40[8] + mul_40[9]; 
        dout_tap0[2] <= mul_40[10] + mul_40[11] + mul_40[12] + mul_40[13] + mul_40[14];
        dout_tap0[3] <= mul_40[15] + mul_40[16] + mul_40[17] + mul_40[18] + mul_40[19]; 
        end
    else
    begin
        dout_tap0[0] <= dout_tap0[0];
        dout_tap0[1] <= dout_tap0[1];
        dout_tap0[2] <= dout_tap0[2];
        dout_tap0[3] <= dout_tap0[3];
        end
end
always@(posedge m_clk or negedge rst_n)
begin
    if(rst_n == 1'b0) begin
        dout_tap1[0] <= 57'b0;
        dout_tap1[1] <= 57'b0;
        end
    else if(data_in_en == 1'b1) begin
        dout_tap1[0] <= dout_tap0[0] + dout_tap0[1];
        dout_tap1[1] <= dout_tap0[2] + dout_tap0[3];
        end
    else begin
        dout_tap1[0] <=  dout_tap1[0];
        dout_tap1[1] <=  dout_tap1[1];
        end
end
always@(posedge m_clk or negedge rst_n)
begin
    if(rst_n == 1'b0)
        h_out <= 57'b0;
    else if(data_in_en == 1'b1)
        h_out <= dout_tap1[0] +dout_tap1[1];
    else
        h_out <= h_out;
end
always@(posedge m_clk or negedge rst_n)
if(rst_n == 1'b0)
begin
    data_in_en_r1 <= 1'b0;
    data_in_en_r2 <= 1'b0;
    data_in_en_r3 <= 1'b0;
    data_in_en_r4 <= 1'b0;
    data_out_en   <= 1'b0;
end
else
begin
    data_in_en_r1 <= data_in_en;
    data_in_en_r2 <= data_in_en_r1;
    data_in_en_r3 <= data_in_en_r2;
    data_in_en_r4 <= data_in_en_r3;
    data_out_en <= data_in_en_r4;
end
endmodule
==> results.yml <==
# implementation run metrics
detailed_routing:
  via_count: 209000
  drc: 0
  vias_per_cell: 4.78
  wl_per_cell_um: 23.1
  firstDrtPassIters: 6
  ant_nets: 0
  drt_iter0_drc: 12000
  routed_wl_um: 1010000
yosys:
  ys_cells: 29000
  simple_gate_area_share_pct: 4.46
  synth_area_um2: 313000
  yosys_area_um2: 313000
  ys_top_logic_family: "adder cells"
  edf_count: 0
  yosys_warnings: 6
  ys_types: 107
  aoi_share_pct: 9.53
  adder_share_pct: 46.1
  mux_share_pct: 7.82
  synthCells: 29000
  ys_ff: 2485
  ys_seq_share_pct: 19.9
  synthFlopType: "dfrtp_1"
  xor_area_share_pct: 4.71
  syn_area_per_cell_um2: 10.8
  async_reset_ff_share_pct: 100
global_route:
  antenna_found_initial: 61
  grt_pass1_wl_um: 1510000
  grt_max_degree: 126
  gr-total-overflow: 0
  grt_usage_pct: 20.4
  grt_pass1_vias: 218000
critical_path:
  slowest_stage: "o311ai_0"
  slowest_delay_ns: 0.89
  crit_buf_inv: 4
  worstSetupPathType: "flip-flop to flip-flop"
  worstSetupEndpointType: "flip-flop"
  cp_data_arrival_time_ns: 12.54
  critPathRequiredTime_ns: 18.46
  worstSetupStartpointType: "flip-flop"
  cpMostUsedCell: "fa_1"
  worstPathMaxFanout: 6
  path_delay_family: "AND-OR/OR-AND gates"
finish:
  drive_gt1_share_pct: 12.0
  stdcell_area_um2: 347000
  fillers: 103000
  lay_top_cells: "inv_1 (5808), ha_1 (4491), fa_1 (4411)"
  mostFrequentLayoutCell: "inv_1"
  area_growth_pct: 10.8
worst_hold_path:
  hp-class: "flip-flop to flip-flop"
timing:
  max_freq_mhz: 85.6
  slew_headroom_pct: 16.4
  maxSlewViolCount: 0
  grt_setup_unrepaired: "no"
  period_needed_ns: 11.69
  timing.final.ws_setup_ns: 5.91
  fin_setup_tns_ns: 0
  clock-skew-final_ns: 0.172
  tightest_slew_ns: 1.24
  finalCritPeriodShare_pct: 66.4
  hold_violations: 0
  setup_violations: 0
clock_network:
  htree_levels: 5
  cts_tree: "yes"
  cts_hold_buffers: 0
  clock_path_buffers: 5
  clock-sinks: 2485
  root_buffer: "clkbuf_16"
  post_cts_buffers: 0
  numCtsBuffers: 345
  path_clk_slew_ns: 0.06
  cts_resized: 0
  insertion_delay_ns: 1.08
die:
  die_area_um2: 1050000
  io_pins: 68
  die_y_um: 1020
  core_area_um2: 1040000
  core_util_floorplan_pct: 30.1
  die_w_um: 1020
  rows: 374
place:
  dpl.hpwl_um: 884000
  preCtsSetupSlack_ns: 6.13
  placed_area_um2: 335000
  globalplace.congestion: 0.983
  io_buffers: 67
job:
  cap_violations: 0
  warnings: 514
run_status:
  status: "complete, no violations"
==> registers in the layout, indices dropped and copies added, names as in the netlist <==
| name | count |
|---|---|
| dout_tap1 | 100 |
| mul_40 | 900 |
| data_in_en_r3 | 1 |
| dout_tap0 | 200 |
| h_40 | 1248 |
| data_in_en_r4 | 1 |
| h_out | 32 |
| data_in_en_r1 | 1 |
| data_in_en_r2 | 1 |
| data_out_en | 1 |
==> cells by family after synthesis <==
| group | Yosys count |
|---|---|
| adders and majority gates | 8902 |
| DFF | 2485 |
| xor gates and xnor gates | 1682 |
| buffers and inverters | 6232 |
| AOI/OAI and AO/OA | 4635 |
| muxes | 2178 |
| and+or+nand+nor | 2886 |
| other | 2 |
==> cell usage after synthesis, drive strengths merged, types with 395 or more instances <==
master	n	area share [%]
xor2	518	1.4
mux2	2149	7.7
a21oi	1402	2.2
nor2	768	0.92
clkbuf	395	0.47
fa	4411	28
nand2	757	0.91
xnor2	1163	3.3
inv	5811	7.0
o21ai	830	1.3
a21o	899	2.2
ha	4491	18
dfrtp	2485	20
==> cell type report <==
cell class | instances | area (µm²) | share of cell area (%)
Antenna cell | 72 | 180 | 0.0519
Clock inverter | 159 | 1960 | 0.565
Inverter | 5811 | 21800 | 6.29
Sequential cell | 2485 | 62200 | 17.9
Tap cell | 13700 | 17200 | 4.95
Timing Repair Buffer | 737 | 5910 | 1.70
Multi-Input combinational cell | 20300 | 228000 | 65.7
Clock buffer | 448 | 9650 | 2.78
==> layer usage <==
layer  GRT usage (%)  routed length (µm)  vias to the layer above
met5           0.518                 873                        -
met1            31.8              476000                   105000
met4            2.51               16400                       40
met2            27.2              404000                     5798
met3            9.51              114000                      657
li1                -                   -                    97100
==> stage by stage <==
step	hold WS (ns)	std cells	util [%]
after global placement	0.333	43100	32.3
final	0.346	43700	33.4
after detailed placement	0.335	43100	32.3
after floorplan	0.331	29000	-
after CTS	0.348	43700	33.4
after global routing	0.362	43700	33.4
==> worst paths after layout <==
| path | from | endpoint | slack (ns) | depth (start not counted) |
|---|---|---|---|---|
| max | h_40[25][1]$_DFFE_PN0P_ | mul_40[14][49]$_DFFE_PN0P_ | 5.91 | 34 |
| min | data_in_en_r2$_DFF_PN0_ | data_in_en_r3$_DFF_PN0_ | 0.35 | 0 |
| max reg2reg | h_40[25][1]$_DFFE_PN0P_ | mul_40[14][49]$_DFFE_PN0P_ | 5.91 | 34 |
| min reg2reg | data_in_en_r2$_DFF_PN0_ | data_in_en_r3$_DFF_PN0_ | 0.35 | 0 |
| max in group asynchronous | rst_n | h_40[22][20]$_DFFE_PN0P_ | 11.02 | 7 |
| min in group asynchronous | rst_n | h_40[10][7]$_DFFE_PN0P_ | 2.37 | 1 |
